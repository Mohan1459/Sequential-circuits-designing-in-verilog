==> flow/config.mk <==
export PLATFORM = sky130hd
export DESIGN_NAME = dual_port_ram
export DESIGN_NICKNAME = dual_port_ram
export VERILOG_FILES = /design/flow/design.v
export SDC_FILE = /design/flow/constraint.sdc
export NUM_CORES = 4
export LEC_CHECK = 1
export CORE_UTILIZATION = 30
==> flow/constraint.sdc <==
current_design dual_port_ram

set clk_period 4.3
set clk_io_pct 0.2

create_clock -name clk0 -period $clk_period [get_ports {clk}]

set non_clock_inputs [all_inputs -no_clocks]
set_input_delay [expr $clk_period * $clk_io_pct] -clock clk0 $non_clock_inputs
set_output_delay [expr $clk_period * $clk_io_pct] -clock clk0 [all_outputs]
==> flow/design.v <==
module dual_port_ram(
  input clk,
  input [7:0]data_in1,
  input [7:0]data_in2,
  input [7:0]addr1,
  input [7:0]addr2,
  input w_en1,
  input w_en2,
  output reg [7:0]data_out1,
  output reg [7:0]data_out2
);
  reg [7:0]mem[15:0];
  always@(posedge clk)begin
    if(w_en1)begin
      mem[addr1]<=data_in1;
    end
    else begin
      data_out1<=mem[addr1];
    end
  end
  always@(posedge clk)begin
    if(w_en2)begin
      mem[addr2]<=data_in2;
    end
    else begin
      data_out2<=mem[addr2];
    end
  end
endmodule
==> flow/run.sh <==
#!/bin/bash
# OpenROAD 26Q1-2900-gdf79404cd8, Yosys 0.63+post, stock flow scripts
make -C /OpenROAD-flow-scripts/flow DESIGN_CONFIG=/design/flow/config.mk WORK_HOME=/design/flow/orfs finish
==> results.py <==
# Physical implementation metrics
metrics = {
    "timing": {
        "rsz0062_at_grt": "no",
        "min_period_over_period": 0.689,
        "setup_violations": 0,
        "tns_ns": 0,
        "max_slew_margin": 0.296,
        "tightest_slew_ns": 1.05,
        "maxSlewViolCount": 0,
        "clock_skew_ns": 0.00490,
        "finalHoldViolations": 0,
        "hold_ws_ns": 0.784,
        "fmax_mhz": 337,
        "min_period_ns": 2.96,
    },
    "clock_tree": {
        "cts_root_buffer": "clkbuf_16",
        "cts_resized": 0,
        "cts-buffers-inserted": 17,
        "cts_tree": "yes",
        "clkTransAtPathRegs_ns": 0.06,
        "hold_buffers": 0,
        "htree_num_levels": 4,
        "clock-sinks": 144,
        "cts_buffer_depth": 2,
        "post_cts_buffers": 0,
        "insertion_delay_ns": 0.42,
    },
    "power": {
        "intPower_uw": 2800,
        "p_per_area_nw_per_um2": 380,
        "power_frac_seq": 0.455,
        "p_sw_uw": 808,
        "p_leak_uw": 0.00306,
        "combPwrFrac": 0.116,
        "vdd_ir_drop_max_mv": 0.281,
        "switching_share": 0.224,
        "clkPwrFrac": 0.429,
    },
    "place": {
        "port_buffers": 42,
        "dp_hpwl_um": 14300,
        "placed_cell_area_um2": 8870,
        "gp_congestion": 0.901,
    },
    "floorplan": {
        "num_rows": 59,
        "dieArea_um2": 27700,
        "core_um2": 26300,
        "die_h_um": 166,
        "die_w_um": 166,
        "initCoreUtil": 0.308,
        "ios": 51,
    },
    "global_route": {
        "grt_pass1_wl_um": 32500,
        "antenna_found_initial": 0,
        "grt_max_degree": 30,
        "first_global_vias": 5277,
        "grt_use_total": 0.172,
        "gr-total-overflow": 0,
    },
    "yosys": {
        "yosysWarningCount": 1,
        "largest_area_cell": "edfxtp_1",
        "syn_avg_cell_area_um2": 16.5,
        "yosys_area_um2": 8100,
        "synth_top_area_share": 0.534,
        "synth-edff-count": 144,
        "synth.ff_latch_count": 144,
        "seq_area_frac_synth": 0.534,
        "ys_types": 27,
        "top_cell": "edfxtp_1",
        "yosysCellCount": 490,
        "ff_type": "edfxtp_1",
        "synthCells": 490,
        "synthArstFlopShare": 0,
        "topCellsByArea": "edfxtp_1, mux4_2, mux2_2, a22oi_1, clkbuf_1",
        "synthTopCellsByCount": "edfxtp_1, mux2_2, mux4_2",
        "syn_area_um2": 8100,
    },
    "critical_path": {
        "cp_data_arrival_time_ns": 3.09,
        "critPathMaxStageDelay_ns": 0.67,
        "setup.worst_path.class": "input port to register",
        "cp_max_fo": 9,
        "critPathSlowestCell": "clkdlybuf4s50_1",
        "startpoint_type": "input port",
        "cp_data_required_time_ns": 4.43,
        "end_kind": "register",
        "path_cells": "clkdlybuf4s50_1, nor3b_2, nand2b_1, o21ai_0, buf_4",
    },
    "detailed_routing": {
        "viasPerCell": 5.51,
        "vias": 4814,
        "drt-total-wl_um": 22000,
        "ant_nets": 0,
        "drt_drc_violations_left": 0,
        "wire_per_inst_um": 25.2,
        "drtIter0Drc": 359,
        "dr.pass1.iters": 16,
        "n_antenna_cell": 0,
    },
    "hold_path": {
        "hp-class": "register to register",
    },
    "finish": {
        "fin_area_um2": 9490,
        "drive_gt1_frac": 0.486,
        "ff_latch_area_um2": 4320,
        "mi_logic_area_um2": 3550,
        "area_growth_pct": 17.2,
        "num-fill-cells": 2394,
    },
    "status": {
        "status": "complete, no violations",
    },
    "run": {
        "drv_cap": 0,
        "warnings": 33,
    },
}
==> power by group through the flow <==
stage | logic (µW) | clock network, µW | registers [µW]
4_1_cts | 421 | 1570 | 1640
5_1_grt | 447 | 1620 | 1650
6_report | 420 | 1550 | 1640
==> path summary, 6_finish.rpt <==
check                                start           end  depth (start not counted)  slack (ns)
worst max register to register   mem[7][7]  data_out1[7]                          3        2.68
worst min-delay path            mem[15][2]  data_out2[2]                          3        0.78
worst max-delay path                 w_en1     mem[2][2]                          5        1.34
worst min register to register  mem[15][2]  data_out2[2]                          3        0.78
==> metrics by stage <==
step                instances  setup slack (ns)  utilization  total power (µW)
global placement          842             0.956        0.338              2080
finish                    874              1.34        0.361              3610
floorplan                 490              1.61            -              1930
CTS                       874              1.33        0.361              3630
detailed placement        842             0.904        0.338              2090
global route              874              1.23        0.361              3720
==> critical path: cells and delay by family <==
family | cells | cell delay, ns
buffers and inverters | 2 | 0.96
AND/OR/NAND/NOR | 2 | 0.71
AND-OR/OR-AND | 1 | 0.55
==> placed cells by master (no fill, tap or decap), types with 3 or more instances in the layout <==
| master | count |
|---|---|
| a22oi_1 | 32 |
| buf_2 | 4 |
| buf_4 | 23 |
| bufinv_16 | 4 |
| clkbuf_16 | 17 |
| clkdlybuf4s50_1 | 38 |
| clkinv_2 | 3 |
| clkinv_4 | 3 |
| edfxtp_1 | 144 |
| mux2_2 | 127 |
| mux4_2 | 64 |
| nand2_1 | 19 |
| nand2b_1 | 7 |
| nor2_1 | 3 |
| nor2_2 | 9 |
| nor2b_1 | 5 |
| o21ai_0 | 6 |
| o22ai_1 | 9 |
| or3_1 | 3 |
==> cell type report <==
cell class	instances	share of cell area
sequential	144	0.455
multi-input combinational	296	0.374
timing repair buffer	65	0.0604
clock buffer	19	0.0456
tap	335	0.0441
clock inverter	13	0.0196
inverter	2	0.000791
==> logic make-up (layout without fill, tap and decap cells) <==
family,Yosys count,in the layout,share of synthesized area
mux,192,192,0.356
flops,144,144,0.534
simple gates,56,56,0.0412
buf+inv,50,99,0.0277
compound gates,48,48,0.0412
==> metal layers <==
layer	track usage	up-vias	wire length (µm)
met1	0.204	2418	7750
met4	0.0334	0	469
li1	-	2095	-
met2	0.278	265	10900
met5	0	-	0
met3	0.0993	36	2880
==> sequential cells by signal (all words and copies together) (netlist names) <==
signal     flops
data_out1      8
data_out2      8
mem          128
No activity file was given, so power comes from the tool's default toggle rates.
