`flow/config.mk`:
```
export PLATFORM = sky130hd
export DESIGN_NAME = clk_div
export DESIGN_NICKNAME = clk_div
export VERILOG_FILES = /design/flow/design.v
export SDC_FILE = /design/flow/constraint.sdc
export NUM_CORES = 4
export LEC_CHECK = 1
export CORE_AREA = 10 10 97 97
export DIE_AREA = 0 0 107 107
```
`flow/constraint.sdc`:
```
current_design clk_div

set clk_period 6.4
set clk_io_pct 0.2

create_clock -name clk0 -period $clk_period [get_ports {clk}]

set non_clock_inputs [all_inputs -no_clocks]
set_input_delay [expr $clk_period * $clk_io_pct] -clock clk0 $non_clock_inputs
set_output_delay [expr $clk_period * $clk_io_pct] -clock clk0 [all_outputs]
```
`flow/design.v`:
```
module clk_div #(parameter diviser=6)
  (
    input clk,
    input rst,
    output reg clk_out
  );
  integer count;
  always@(posedge clk)begin
    if(rst)begin
      clk_out<=1'b0;
      count<=4'b0000;
    end
    else begin
      if(count==(diviser/2)-1)begin
        clk_out<=~clk_out;
        count=0;
      end
      else begin
        count<=count+1;
    end
  end
 end
endmodule
```
`flow/run.sh`:
```
#!/bin/bash
# OpenROAD 26Q1-2900-gdf79404cd8, Yosys 0.63+post, stock flow scripts
make -C /OpenROAD-flow-scripts/flow DESIGN_CONFIG=/design/flow/config.mk WORK_HOME=/design/flow/orfs finish
```
==> writeup.txt <==
The flow ran to the end, and the final reports show no timing, DRC or antenna violations. The tools report the number of nets still failing antenna checks after routing as 0. The switching portion of total power was 0.235. The highest net fanout along the worst path works out to 2.

Proportion of power drawn by the clock network: 0.378. The detail-routed net length per standard cell came out at 10.3 um. STA classifies the critical path startpoint as a register. With the combinational cell fraction of total power at 0.070, the chip area line of the yosys report is 0.00169 mm2.

Yosys reports that the most numerous cell types are 34 x sky130_fd_sc_hd__nor2_1, 33 x sky130_fd_sc_hd__dfxtp_1, 17 x sky130_fd_sc_hd__xnor2_1. The number of warnings in the stage logs was 26; the xor/xnor share of the synthesized area was 0.156. Among all cell types in the netlist, the one instantiated most often is sky130_fd_sc_hd__nor2_1. Across the run, the number of max-cap violations was 0. The static leakage power came out at 0.595 nW.

The tools report the top-level I/O count as 3. The critical path in this run is classified as register to output pin. The run gives 0.0114 mm2 for the area enclosed by the die boundary. The peak supply drop is 0.138 mV, and the endpoint arrival time on the critical path is 1.09 ns.

Power density relative to cell area: 211 mW/mm2. The adder-cell area share of the yosys netlist came out at 0.0148. The number of buffers inserted by port buffering was 2. For the detailed-routing iteration count for the pre-antenna-repair pass, the log shows 4. The number of sinks on the clock net is 33, and the final max-slew violation count is 0. After synthesis, the netlist uses 33 different library cells. For the worst-skew pair, the clock arrives at the later sink with an insertion delay of 0.28 ns. In the CTS report, the clock slew at the register clock pins of the worst setup and hold paths is listed as 0.06 ns. TritonCTS buffer count: 5. With the clock tree skew after final layout at 0.00397 ns, the final hold violation count is 0.

Antenna repair during routing inserted a diode count of 0. Multiplexer fraction of the synthesized cell area: 0. The dominant delay contributor by cell family on the critical path is buffers and inverters. The tightest min-delay check is of the register to register type. The synthesized netlist occupies a cell area of 0.00169 mm2.

The post-detailed-placement cell area came out at 0.00177 mm2. For the yosys warning tally, the log shows 1. The cell with the largest stage delay on the worst path is sky130_fd_sc_hd__clkdlybuf4s50_1. Per STA, the worst path is made up of clkdlybuf4s50_1. After synthesis the netlist holds a flip-flop and latch count of 33. The run gives 0 as the initial antenna violation count. The number of resized instances in the post-cts repair step is 0.

TritonCTS built the clock tree. The logs give 2 for the H-tree depth and 1207 for the overall via count from detail_route. The run gives 0.00185 mm2 as the final design instance area without fill. Of the combinational cells, the family taking the most area is simple AND/OR/NAND/NOR gates.

The placement summary gives the final routability congestion estimate as 0.805. The area share of and-or/or-and cells after synthesis is 0.00594, and the fraction of power consumed by sequential logic is 0.552. Once iteration 0 of detailed routing completed, the report listed 90 DRC markers. The tightest slew margin relative to the limit was 0.743. The pin closest to its max-slew limit shows a slew of 0.379 ns.

The run gives 0.0537 for the aggregate global-route resource usage. The per-instance average area after synthesis is 9.31 um2. Predominant post-synthesis flop cell: sky130_fd_sc_hd__dfxtp_1. Setup repair after global routing left no endpoint under its margin. The share of layout cells above drive strength 1 is 0.141, and the final wirelength is 2.91 mm.

The core region is 0.00729 mm2. From bottom edge to top edge, the die measures 107 um. The internal power of the cells totals 0.298 mW. The tools report the register-to-register setup slack as 4.41 ns. The run gives 0.254 as the final standard cell utilization of the core.

Capturing element type of the critical path: an output pin. The smallest clock period supported by the final layout is computed as 2.37 ns. The buffers plus inverters on the worst setup path came out at 1.

The run gives 0.387 for the synthesized-area fraction occupied by and/or/nand/nor cells. Share of the synthesized area in the top cell type: 0.392. With the die boundary width at 107 um, the count of library flops with an enable pin is 0. The total cells reported by yosys after synthesis was 181. After clock tree synthesis, the flow added hold-fix buffers numbering 0. The async set-or-reset flop fraction in the synthesized netlist came out at 0. The register share after synthesis is 0.392, and the delay of the slowest critical-path stage is 0.47 ns. The synthesized design spends more area on one cell type than any other, namely sky130_fd_sc_hd__dfxtp_1. The main area contributors are sky130_fd_sc_hd__dfxtp_1 39%, sky130_fd_sc_hd__xnor2_1 8.8%, sky130_fd_sc_hd__nor2_1 7.6%. With the final period utilization at 0.370, the buffer count from post-CTS setup fixing is 0.

The total net switching power is 0.0917 mW. Entering global routing, the biggest net connects 33 pins. The run gives 1.99 mm as the post-detailed-placement half-perimeter wirelength. The logs give 5.25 mm for the global-route wire length before repair and 0 for the remaining design rule violation count.

The report lists the number of standard-cell rows as 31. The final layout reports a setup TNS of 0 ns. The tools report the number of global-route vias before repair as 1144. The number of buffers on the longest clock path was 2.

After detailed routing, the number of vias per cell comes to 4.27. Based on the critical path, the design can be clocked at up to 422 MHz. The final number of setup-violating endpoints was 0; the growth of design area from synthesis to finish was 9.73%. Clock root buffer: sky130_fd_sc_hd__clkbuf_8. The logs give 5.12 ns for the endpoint required time on the critical path and 0 for the total congestion overflow. The logs give 181 for the number of standard cells after synthesis and 0.231 for the initial cell density of the core.
## stage by stage
step | total power [mW] | hold WS [ns] | setup WS [ns] | cells
final | 0.390 | 0.470 | 4.03 | 283
after global routing | 0.412 | 0.511 | 3.96 | 283
after CTS | 0.397 | 0.480 | 4.01 | 283
after detailed placement | 0.248 | 0.466 | 3.98 | 275
after global placement | 0.248 | 0.456 | 4.00 | 275
after floorplan | 0.245 | 0.440 | 4.49 | 181
## final cells by class
class                           instances  area, um2
Fill cell                             810       5440
Multi-Input combinational cell        138        950
Sequential cell                        33        661
Tap cell                               99        124
Clock buffer                            8       80.1
Timing Repair Buffer                    3       27.5
Inverter                                2       7.51
## power by group through the flow
stage / clock network (mW) / logic [mW] / registers [mW]
finish: 0.147 / 0.0274 / 0.215
global route: 0.165 / 0.0309 / 0.216
CTS: 0.153 / 0.0282 / 0.216
## worst paths after layout
kind | start | to | depth (start not counted)
min | count[0] | count[0] | 1
max | clk_out | clk_out | 1
min reg2reg | count[0] | count[0] | 1
max reg2reg | count[0] | count[31] | 8
## sequential cells by signal, summed over array words and instances, names as in the netlist
register	count
clk_out	1
count	32
## routing by layer
layer | wire length, um | GRT usage
met1 | 1510 | 0.0766
met2 | 1220 | 0.0799
met3 | 149 | 0.0182
met4 | 31 | 0.00484
met5 | 0 | 0
## kinds of logic (layout without fill, tap and decap cells)
group,after synthesis,in the layout
buffers and inverters,10,13
flip-flops,33,33
XOR/XNOR,30,30
AND/OR/NAND/NOR,104,104
AND-OR/OR-AND,2,2
adder cells (fa/ha/maj),2,2
## cells in the final DEF (no fill, tap or decap), types with 2 or more instances in the layout
cell                               n
sky130_fd_sc_hd__clkdlybuf4s50_1   2
sky130_fd_sc_hd__nor4_1            6
sky130_fd_sc_hd__nor3_1            4
sky130_fd_sc_hd__dfxtp_1          33
sky130_fd_sc_hd__nand3_1           9
sky130_fd_sc_hd__and2_1            2
sky130_fd_sc_hd__nand2_1           9
sky130_fd_sc_hd__nand4_4           2
sky130_fd_sc_hd__nand4_1          11
sky130_fd_sc_hd__ha_1              2
sky130_fd_sc_hd__clkbuf_1          3
sky130_fd_sc_hd__nor3_2            3
sky130_fd_sc_hd__nor4_2            4
sky130_fd_sc_hd__xor2_1           13
sky130_fd_sc_hd__xnor2_1          17
sky130_fd_sc_hd__nor2_1           34
sky130_fd_sc_hd__and3_1            3
sky130_fd_sc_hd__nor2_2            3
sky130_fd_sc_hd__inv_1             2
sky130_fd_sc_hd__and3_2            2
sky130_fd_sc_hd__clkbuf_8          5
sky130_fd_sc_hd__or2_1             2
sky130_fd_sc_hd__and4_1            3
No activity file was given, so power comes from the tool's default toggle rates.
