File: flow/config.mk
export PLATFORM = sky130hd
export DESIGN_NAME = fifo
export DESIGN_NICKNAME = fifo
export VERILOG_FILES = /design/flow/design.v
export SDC_FILE = /design/flow/constraint.sdc
export NUM_CORES = 4
export LEC_CHECK = 1
export CORE_UTILIZATION = 50
File: flow/constraint.sdc
current_design fifo

set clk_period 5.1
set clk_io_pct 0.2

create_clock -name clk0 -period $clk_period [get_ports {clk}]

set non_clock_inputs [all_inputs -no_clocks]
set_input_delay [expr $clk_period * $clk_io_pct] -clock clk0 $non_clock_inputs
set_output_delay [expr $clk_period * $clk_io_pct] -clock clk0 [all_outputs]
File: flow/design.v
module fifo(
  input clk,
  input rst,
  input w_en,
  input r_en,
  input [15:0]data_in,
  output reg [15:0]data_out,
  output empty,
  output full
);
  reg [3:0]wptr;
  reg [3:0]rptr;
  reg [15:0]mem[7:0];
  always@(posedge clk or posedge rst)
    begin
    if(rst)
      begin
        data_out<=0;
        wptr<=0;
        rptr<=0;
      end
    else 
      begin
        if(w_en && !full)begin
          mem[wptr]<=data_in;
          wptr<=wptr+1;
        end
      if(r_en && !empty)
        begin
          data_out<=mem[rptr];
          rptr<=rptr+1;
        end
      end
    end
  assign full=(wptr+1==rptr);
  assign empty=(wptr==rptr);
endmodule
File: flow/run.sh
#!/bin/bash
# OpenROAD 26Q1-2900-gdf79404cd8, Yosys 0.63+post, stock flow scripts
make -C /OpenROAD-flow-scripts/flow DESIGN_CONFIG=/design/flow/config.mk WORK_HOME=/design/flow/orfs finish
==> impl_results.html <==
<h3>Run summary</h3>
<table>
<tr><th>Metric</th><th>Value</th></tr>
<tr><th colspan="2">Setup path</th></tr>
<tr><td>Logic depth of the worst register-to-register path</td><td>7</td></tr>
<tr><td>CP Max Fanout</td><td>11</td></tr>
<tr><td>Source of the worst register-to-register timing path</td><td>wptr[2]</td></tr>
<tr><td>Endpoint of the worst-slack reg-to-reg timing path</td><td>mem[0][7]</td></tr>
<tr><td>Critical Path AT</td><td>approximately 2.4 ns</td></tr>
<tr><td>Crit path capture type</td><td>output port</td></tr>
<tr><td>Worst path required time</td><td>4.08 ns</td></tr>
<tr><td>Startpoint-to-endpoint class of the critical path</td><td>reg -&gt; out</td></tr>
<tr><td>Kind of start point of the critical path</td><td>register</td></tr>
<tr><td>Flop-to-flop setup slack</td><td>roughly 2.0 ns</td></tr>
<tr><th colspan="2">Finish</th></tr>
<tr><td>Leading cell type in the layout, fill and taps excluded</td><td>sky130_fd_sc_hd__edfxtp_1</td></tr>
<tr><td>Share of layout cells above drive strength 1</td><td>18.2%</td></tr>
<tr><td>Finished Core Util</td><td>between 60 and 70%</td></tr>
<tr><td>Filler cell count in the final layout</td><td>854</td></tr>
<tr><td>Total non-filler cell area in the finished layout</td><td>7240 um^2</td></tr>
<tr><td>Combinational Area</td><td>~1500 um^2</td></tr>
<tr><td>Synthesis-to-finish area growth</td><td>19.3%</td></tr>
<tr><td>Storage cell area</td><td>4440 um^2</td></tr>
<tr><td>Most used cells in the layout excluding fill and tap cells</td><td>sky130_fd_sc_hd__edfxtp_1 (128), sky130_fd_sc_hd__clkdlybuf4s50_1 (37), sky130_fd_sc_hd__nand2_1 (28)</td></tr>
<tr><td>Post-route non-filler standard cell count</td><td>589</td></tr>
<tr><th colspan="2">Pwr</th></tr>
<tr><td>Leakage power</td><td>2.54 nW</td></tr>
<tr><td>Ratio of total power to cell area</td><td>584 nW/um^2</td></tr>
<tr><td>Max rail drop VDD</td><td>0.285 mV</td></tr>
<tr><td>PnR Total Power</td><td>4.22 mW</td></tr>
<tr><th colspan="2">Drt</th></tr>
<tr><td>Top sig layer</td><td>met4</td></tr>
<tr><td>Count of antenna-violating nets left after detailed routing</td><td>0</td></tr>
<tr><td>Number of DRC violations after detailed routing</td><td>0</td></tr>
<tr><td>Metal3 WL</td><td>~1.5 mm</td></tr>
<tr><td>Initial DRT Pass Iterations</td><td>15</td></tr>
<tr><td>Starting DRT DRC Count</td><td>240</td></tr>
<tr><td>Wire length per cell</td><td>21.2 um</td></tr>
<tr><td>Total met2 wirelength after detailed routing</td><td>5.53 mm</td></tr>
<tr><td>Vias per cell</td><td>5.80</td></tr>
<tr><td>ANT cells</td><td>0</td></tr>
<tr><td>Vias</td><td>about 3400</td></tr>
<tr><td>Total routed wire length on the met1 layer</td><td>between 5 and 6 mm</td></tr>
<tr><td>Routed Wire Length</td><td>12.5 mm</td></tr>
<tr><th colspan="2">Clocking</th></tr>
<tr><td>Post-CTS Setup Inserts</td><td>0</td></tr>
<tr><td>Maximum clock insertion buffer count</td><td>2</td></tr>
<tr><td>Root buf cell</td><td>sky130_fd_sc_hd__clkbuf_16</td></tr>
<tr><td># hold bufs at CTS</td><td>0</td></tr>
<tr><td>CTS sink cnt</td><td>152</td></tr>
<tr><td>Number of buffers inserted during clock tree synthesis</td><td>17</td></tr>
<tr><td>Worst skew pair latency</td><td>0.41 ns</td></tr>
<tr><td>Post-cts gate resize count</td><td>0</td></tr>
<tr><td>CTS tree</td><td>built</td></tr>
<tr><td>Clk pin slew, worst setup/hold paths</td><td>roughly 0.060 ns</td></tr>
<tr><td>H-tree levels</td><td>4</td></tr>
<tr><th colspan="2">Global route</th></tr>
<tr><td>Pin count of the biggest net entering global routing</td><td>36</td></tr>
<tr><td>GRT Total Usage</td><td>23.2%</td></tr>
<tr><td>Via count of the first global-routing pass</td><td>3559</td></tr>
<tr><td>Initial antenna violation count</td><td>0</td></tr>
<tr><td>Residual overflow from global routing</td><td>0</td></tr>
<tr><td>Wire length of the first global-routing pass</td><td>19.6 mm</td></tr>
<tr><th colspan="2">Worst hold path</th></tr>
<tr><td>Hold Path Stages</td><td>2</td></tr>
<tr><td>Worst Hold Path EP</td><td>data_out[7]</td></tr>
<tr><td>Worst Hold Class</td><td>reg -&gt; reg</td></tr>
<tr><td>Startpoint of the tightest hold check path</td><td>data_out[7]</td></tr>
<tr><th colspan="2">Yosys</th></tr>
<tr><td>Top non-seq family</td><td>AND-OR/OR-AND gates</td></tr>
<tr><td>Count of flip-flops with a built-in enable after synthesis</td><td>128</td></tr>
<tr><td>Synthesis Warnings</td><td>2</td></tr>
<tr><td>Main synth FF type</td><td>sky130_fd_sc_hd__edfxtp_1</td></tr>
<tr><td>Post-synth seq share</td><td>between 70% and 80%</td></tr>
<tr><td>Yosys cell count</td><td>379</td></tr>
<tr><td>XOR Share, Synth</td><td>1.59%</td></tr>
<tr><td>Synth flops</td><td>152</td></tr>
<tr><td>Simple share</td><td>7.47%</td></tr>
<tr><td>AND-OR/OR-AND Cells, Area Fraction</td><td>8.95%</td></tr>
<tr><td>Tally of unique sky130hd cells used after synthesis</td><td>37</td></tr>
<tr><td>MUX area fraction</td><td>3.88%</td></tr>
<tr><td>Post-synthesis instance area</td><td>6070 um^2</td></tr>
<tr><td>Adder Area Share</td><td>around 2.5%</td></tr>
<tr><td>Synthesized chip area reported by yosys</td><td>6070 um^2</td></tr>
<tr><td>Avg Synthesized Cell Area</td><td>16.0 um^2</td></tr>
<tr><td>Gate Count Post-Synth</td><td>379</td></tr>
<tr><td>Synth async-reset ratio</td><td>15.8%</td></tr>
<tr><th colspan="2">Die</th></tr>
<tr><td>Placeable Area</td><td>11600 um^2</td></tr>
<tr><td>Chip height</td><td>112 um</td></tr>
<tr><td>Horiz. Die Dim</td><td>between 100 and 150 um</td></tr>
<tr><td>Chip area</td><td>12600 um^2</td></tr>
<tr><td>I/O pin count</td><td>38</td></tr>
<tr><td>Standard-cell rows</td><td>39</td></tr>
<tr><td>Starting density of the core</td><td>between 50% and 60%</td></tr>
<tr><th colspan="2">Job</th></tr>
<tr><td>Tool Warnings</td><td>33</td></tr>
<tr><td>Number of max-cap violations</td><td>0</td></tr>
<tr><th colspan="2">STA</th></tr>
<tr><td>Worst-Margin Slew</td><td>0.778 ns</td></tr>
<tr><td>Post-route clock skew</td><td>0.00409 ns</td></tr>
<tr><td>Fin crit period</td><td>3.42 ns</td></tr>
<tr><td>Crit share post-route</td><td>67.1%</td></tr>
<tr><td>Relative slew margins</td><td>a little under half</td></tr>
<tr><td>Number of slew-limit violations in the final report</td><td>0</td></tr>
<tr><td>Maximum frequency from static timing analysis</td><td>292 MHz</td></tr>
<tr><td>Setup TNS after final layout</td><td>0 ns</td></tr>
<tr><td>Hold Vio Cnt, Final</td><td>0</td></tr>
<tr><td>Count of endpoints failing setup in the final report</td><td>0</td></tr>
<tr><td>Unrepaired setup endpoints after global routing</td><td>false</td></tr>
<tr><th colspan="2">Placed design</th></tr>
<tr><td>Cell Area, Placed</td><td>between 6000 and 7000 um^2</td></tr>
<tr><td>Number of placed cells counting well taps</td><td>between 500 and 600</td></tr>
<tr><td>Port-buffer cells</td><td>37</td></tr>
<tr><td>HPWL Detailed</td><td>around 7.5 mm</td></tr>
<tr><td>Gpl congestion</td><td>0.814</td></tr>
<tr><th colspan="2">Status</th></tr>
<tr><td>Run status</td><td>finished clean</td></tr>
</table>
## synth_stat cells, types with 5 or more instances
master / count / area (um^2)
sky130_fd_sc_hd__a22o_1: 10 / 87.6
sky130_fd_sc_hd__a222oi_1: 6 / 60.1
sky130_fd_sc_hd__inv_1: 10 / 37.5
sky130_fd_sc_hd__edfxtp_1: 128 / 3840
sky130_fd_sc_hd__buf_2: 5 / 25.0
sky130_fd_sc_hd__and3_1: 6 / 37.5
sky130_fd_sc_hd__nand2_1: 28 / 105
sky130_fd_sc_hd__ha_1: 12 / 150
sky130_fd_sc_hd__xor2_1: 6 / 52.6
sky130_fd_sc_hd__nand3_1: 6 / 30.0
sky130_fd_sc_hd__a221oi_1: 12 / 105
sky130_fd_sc_hd__dfrtp_1: 24 / 601
sky130_fd_sc_hd__nor3b_1: 7 / 52.6
sky130_fd_sc_hd__clkbuf_1: 13 / 48.8
sky130_fd_sc_hd__o31ai_1: 12 / 90.1
sky130_fd_sc_hd__nor2_1: 24 / 90.1
sky130_fd_sc_hd__mux2_2: 20 / 225
sky130_fd_sc_hd__xnor2_1: 5 / 43.8
sky130_fd_sc_hd__a22oi_1: 8 / 60.1
## cell type report
cell class	count	area share (%)
clock inverter	12	1.78
sequential	152	61.4
inverter	10	0.519
timing repair buffer	57	7.19
clock buffer	19	5.98
multi-input combinational	196	20.6
tap	143	2.47
## stage by stage
stage | setup WS [ns] | hold WS [ns]
2_1_floorplan | 1.43 | 0.424
3_3_place_gp | 1.49 | 0.464
3_5_place_dp | 1.46 | 0.471
4_1_cts | 1.68 | 0.484
5_1_grt | 1.52 | 0.502
6_report | 1.68 | 0.476
## power breakdown
group          switching, mW  leakage, nW  internal (mW)
Clock                  0.465        0.271          0.715
Sequential             0.130         1.45           1.54
Combinational          0.736        0.829          0.635
## worst max path at each step
stage | cells past startpoint | start | to
6_report | 6 | wptr[2] | full
5_1_grt | 6 | wptr[2] | full
4_1_cts | 6 | wptr[0] | full
## cells by family (layout without fill, tap and decap cells)
kind of cell / Yosys count / after routing
adders and majority gates: 12 / 12
xor gates and xnor gates: 11 / 11
muxes: 21 / 21
buffers and inverters: 31 / 98
DFF: 152 / 152
AOI/OAI and AO/OA: 63 / 63
and+or+nand+nor: 89 / 89
## worst max-delay path, cell delays in order (launching register included)
cell,delay (ns)
sky130_fd_sc_hd__dfrtp_1,0.62
sky130_fd_sc_hd__inv_1,0.12
sky130_fd_sc_hd__ha_1,0.33
sky130_fd_sc_hd__xor2_1,0.14
sky130_fd_sc_hd__nand4_1,0.16
sky130_fd_sc_hd__nor2_1,0.14
sky130_fd_sc_hd__clkdlybuf4s50_1,0.47
## flip-flops by register name, indices dropped and copies added (netlist names)
| register | cells |
|---|---|
| mem | 128 |
| data_out | 16 |
| rptr | 4 |
| wptr | 4 |
## routing by layer
layer,global-route usage (%),vias to the layer above
met5,0,-
met3,14.5,12
met1,37.3,1661
li1,-,1581
met2,31.3,163
met4,2.58,0
Power is estimated from default activity; no workload was simulated.
